$ cat flow/design.v
`timescale 1ns / 1ps
module fp_multiplier#
(
	parameter integer DATA_WIDTH = 32,
	parameter integer MENT_WIDTH = 23,
	parameter integer EXPO_WIDTH = 8,
    parameter integer RES_WIDTH = 48
)
(
    input [DATA_WIDTH-1:0] floating1_in, 
    input [DATA_WIDTH-1:0] floating2_in,
    output [DATA_WIDTH-1:0] multi_out,
    output except
);
    wire s1 = floating1_in[DATA_WIDTH-1];  
    wire [EXPO_WIDTH-1:0] e1 = floating1_in[DATA_WIDTH-2:MENT_WIDTH];
    wire [MENT_WIDTH-1:0] m1 = floating1_in[MENT_WIDTH-1:0];
    wire s2 = floating2_in[DATA_WIDTH-1];
    wire [EXPO_WIDTH-1:0] e2 = floating2_in[DATA_WIDTH-2:MENT_WIDTH];
    wire [MENT_WIDTH-1:0] m2 = floating2_in[MENT_WIDTH-1:0];
    wire rounded_product_bit;  
    wire num_normalised;  
    assign except = (&e1) | (&e2);
    wire [EXPO_WIDTH:0] exp_sum = e1 + e2 - 8'd127;
    wire final_sign = s1 ^ s2;
    wire [MENT_WIDTH:0] m1_ext = {1'b1, m1};
    wire [MENT_WIDTH:0] m2_ext = {1'b1, m2};
    wire [RES_WIDTH-1:0] mantissa_product = m1_ext * m2_ext;
    wire [RES_WIDTH-1:0] normalised_mantissa_multi;
    wire [MENT_WIDTH-1:0]final_mantissa;  
    assign rounded_product_bit = |mantissa_product[MENT_WIDTH-1:0];  
    assign num_normalised = rounded_product_bit ? 1'b1 : 1'b0;
    assign normalised_mantissa_multi = num_normalised ? mantissa_product : mantissa_product << 1;
    assign final_mantissa = normalised_mantissa_multi[46:24] + (normalised_mantissa_multi[23]  &  rounded_product_bit);
    wire [EXPO_WIDTH-1:0] final_exp = (e3[8]) ? 8'd0 : e3; 
    assign multi_out = {final_sign, final_exp, final_mantissa};
endmodule
$ cat flow/run.sh
#!/bin/bash
# OpenROAD 26Q1-2900-gdf79404cd8, Yosys 0.63+post, stock flow scripts
make -C /OpenROAD-flow-scripts/flow DESIGN_CONFIG=/design/flow/config.mk WORK_HOME=/design/flow/orfs finish
$ cat flow/config.mk
export PLATFORM = sky130hd
export DESIGN_NAME = fp_multiplier
export DESIGN_NICKNAME = fp_multiplier
export VERILOG_FILES = /design/flow/design.v
export SDC_FILE = /design/flow/constraint.sdc
export NUM_CORES = 4
export LEC_CHECK = 1
export CORE_UTILIZATION = 40
$ cat flow/constraint.sdc
current_design fp_multiplier

set clk_period 21.3
set clk_io_pct 0.2

create_clock -name clk0 -period $clk_period

set non_clock_inputs [all_inputs -no_clocks]
set_input_delay [expr $clk_period * $clk_io_pct] -clock clk0 $non_clock_inputs
set_output_delay [expr $clk_period * $clk_io_pct] -clock clk0 [all_outputs]
==> impl_metrics.ini <==
; physical design summary
[placed_design]
place_area_mm2 = 0.0219
gp_congestion = 0.968
hpwlAfterDp_mm = 46.7
io_buffers = 89

[flow_run]
drv_cap = 0
warnings = 33

[floorplanning]
die-area_mm2 = 0.0516
core_area_mm2 = 0.0501
die_h_um = 227
floorplan.core_util_pct = 40.5
ios = 97
dieWidth_um = 227
num_rows = 82

[drt]
ant_nets = 0
diodes = 0
vias_per_cell = 5.07
dr.pass1.iters = 5
drt-initial-drc-count = 578
finalWirelength_mm = 56.8
routedWlPerCell_um = 18.6
dr_total_vias = 15400
drcViolationCount = 0

[hold_path]
min_path_type = input pin to output pin

[sta]
max_slew_margin_pct = 47.3
setup_tns_ns = 0
period_used_pct = 93.8
rsz0062_at_grt = no
period_minus_slack_ns = 19.98
setup_viol = 0
worst_slew_pin_slew_ns = 0.789
fmax_mhz = 50.1
hold_viol_final = 0
maxSlewViolCount = 0

[cells_and_area]
layout_top_cells = inv_1, fa_1, nand2_1, and2_1, ha_1
regArea_um2 = 0
final_cell_area_mm2 = 0.0219
nClkBuffers = 0
final_common_cell = inv_1
areaGrowthSynthToFinish_pct = 7.89
drive_gt1_share_pct = 3.41
flops = 0

[global_routing]
grt_pass1_wl_mm = 91.7
gr-total-overflow = 0
grt_util_all_layers_pct = 24.9
grt_pass1_vias = 16600
grt_max_degree = 40
antenna_found_initial = 0

[logic_synthesis]
top_area_cell = fa_1
syn_area_per_cell_um2 = 8.62
synth_cells = 2351
netlist.area_leader.share_pct = 47.6
ys_seq_share_pct = 0
ys_cells = 2351
synth_cell_types = 78
yosys_area_mm2 = 0.0203
netlist_area_mm2 = 0.0203
ys_warn_count = 3
yosys-top-cells-area = fa_1, inv_1, ha_1

[cts]
cts_resized = 0
postCtsSetupRepairBufs = 0
cts_hold_buf = 0

[run_status]
outcome = complete, no violations

[setup_path]
required_ns = 17.04
worst-path-max-fanout = 15
worstSetupPathType = input pin to output pin
cp-start-kind = input pin
end_kind = output pin
cp_slowest_cell = clkdlybuf4s50_1
worstPathArrival_ns = 15.72
cpMostUsedCell = fa_1
max_stage_delay_ns = 0.79
worst paths after layout:
| path | end | cells past startpoint | slack (ns) | startpoint |
|---|---|---|---|---|
| setup / recovery | multi_out[22] | 35 | 1.32 | floating2_in[9] |
| hold / removal | multi_out[31] | 3 | 9.44 | floating1_in[31] |
logic make-up after synthesis:
group                      count (synthesis)  synth area share [%]
muxes                                      8                 0.401
xor gates and xnor gates                  66                  3.00
other                                      1                0.0185
AOI/OAI and AO/OA                        204                  7.25
adders and majority gates                652                  58.1
and+or+nand+nor                          729                  18.2
buffers and inverters                    691                  13.0
metrics by stage:
step	cells	util, %	hold WS, ns	worst slack [ns]
2_1_floorplan	2358	-	8.60	3.55
3_3_place_gp	3045	43.7	9.44	1.43
3_5_place_dp	3045	43.7	9.45	1.32
4_1_cts	3045	43.7	9.45	1.27
5_1_grt	3045	43.7	9.50	0.478
6_report	3045	43.7	9.44	1.32
layout make-up:
type / count / area (µm²)
Tap cell: 672 / 841
Timing Repair Buffer: 134 / 1230
Multi-Input combinational cell: 1667 / 17700
Fill cell: 4929 / 28200
Inverter: 572 / 2150
cells in the mapped netlist (16+ instances only):
| master | count |
|---|---|
| fa_1 | 482 |
| ha_1 | 170 |
| a21o_1 | 20 |
| clkbuf_1 | 96 |
| nand3_1 | 19 |
| nand4_1 | 16 |
| o21ai_0 | 33 |
| and2_1 | 265 |
| a21oi_1 | 49 |
| nand2_1 | 285 |
| xor2_1 | 20 |
| inv_1 | 568 |
| nor2_1 | 84 |
| xnor2_1 | 42 |
layer usage:
layer,share of wire [%],wire length [µm],GRT usage (%)
met5,0.10,58,0.854
met4,1.8,998,3.62
met3,11,6440,11.5
met2,48,27100,38.8
met1,39,22100,33.7
worst max-delay path, delay by kind of cell:
kind | cells | cell delay (ns)
compound gates | 9 | 2.09
xor+xnor | 1 | 0.16
fa+ha+maj | 10 | 4.37
buf+inv | 5 | 1.76
mux | 1 | 0.27
simple gates | 9 | 2.80
