File: design.v
`timescale 1ns / 1ps
module karatsuba_2 #(
    parameter integer DATA_WIDTH = 24,   
    parameter integer HALF_WIDTH = DATA_WIDTH / 2
)(
    input  wire [DATA_WIDTH-1:0] a_in,
    input  wire [DATA_WIDTH-1:0] b_in,
    output wire [2*DATA_WIDTH-1:0] multi_out
);
    wire [HALF_WIDTH-1:0] a_high, a_low, b_high, b_low;
    assign {a_high, a_low} = a_in;
    assign {b_high, b_low} = b_in;
    wire [DATA_WIDTH-1:0] P1, P2, P3, sum_a, sum_b, cross_mult;
    assign P1 = a_high * b_high;   
    assign P2 = a_low * b_low;     
    assign sum_a = a_high + a_low;   
    assign sum_b = b_high + b_low;   
    assign cross_mult = sum_a * sum_b;  
    assign P3 = cross_mult - P1 - P2;  
    wire [2*DATA_WIDTH-1:0] stage1, stage2, stage3;
    assign stage1 = {P1, {DATA_WIDTH{1'b0}}};        
    assign stage2 = { {HALF_WIDTH{1'b0}}, P3, {HALF_WIDTH{1'b0}} };   
    assign stage3 = { {DATA_WIDTH{1'b0}}, P2 };     
    assign multi_out = stage1 + stage2 + stage3;
endmodule
File: run.sh
#!/bin/bash
# OpenROAD 26Q1-2900-gdf79404cd8, Yosys 0.63+post, stock flow scripts
make -C /OpenROAD-flow-scripts/flow DESIGN_CONFIG=/design/flow/config.mk WORK_HOME=/design/flow/orfs finish
File: config.mk
export PLATFORM = sky130hd
export DESIGN_NAME = karatsuba_2
export DESIGN_NICKNAME = karatsuba_2
export VERILOG_FILES = /design/flow/design.v
export SDC_FILE = /design/flow/constraint.sdc
export NUM_CORES = 4
export LEC_CHECK = 1
export CORE_UTILIZATION = 40
File: constraint.sdc
current_design karatsuba_2

set clk_period 28.6
set clk_io_pct 0.2

create_clock -name clk0 -period $clk_period

set non_clock_inputs [all_inputs -no_clocks]
set_input_delay [expr $clk_period * $clk_io_pct] -clock clk0 $non_clock_inputs
set_output_delay [expr $clk_period * $clk_io_pct] -clock clk0 [all_outputs]
==> results.toml <==
# flow metrics
[floorplanning]
rows = 78
dieArea_um2 = 47400
coreArea_um2 = 45600
initial_core_util_pct = 40.8
die_h_um = 218
die_x_um = 218
pin_count = 96

[run_status]
status = "complete, no violations"

[synthesis]
synthesis.area_um2 = 18600
yosysWarningCount = 0
ys_area_um2 = 18600
yosysTopAreaCellShare_pct = 39.0
common_cells = "inv_1, fa_1, nand2_1, ha_1, and2_1"
yosysMostFrequentCell = "inv_1"
synth_cell_types = 64
topCellsByArea = "fa_1, ha_1, inv_1"
post-synth-top-area-cell = "fa_1"
ys_cells = 2256
synth_area_per_cell_um2 = 8.24
syn-instance-count = 2256
synth_seq_share_pct = 0

[global_routing]
grt_pass1_vias = 15242
grt_overflow = 0
grt_start_max_net_pins = 15
grt_usage_pct = 23.3
antenna_found_initial = 0
grt_pass1_wl_um = 81200

[flow_run]
warning_count = 32
cap_violations = 0

[setup_path]
crit_arrival_ps = 18410
crit_slowest_cell = "clkdlybuf4s50_1"
worst_path_dominant_cell_family = "adder cells"
path_buffers = 10
crit_required_ps = 22880
cp_max_fo = 13
start_kind = "input pin"
cp_slowest_stage_delay_ps = 990
cpMostUsedCell = "fa_1"
critPathCaptureType = "output port"
crit_type = "input pin to output port"

[cells_and_area]
final_area_um2 = 20200
clock_buffers = 0
layout-drive-gt1-share_pct = 2.34
seq_cells = 0
area_growth_pct = 8.89
flop_area_um2 = 0

[drt]
first_iter_violations = 606
drt_first_pass_iters = 7
ant_nets = 0
wirelength_um = 49700
vias = 14557
avgRoutedWirePerCell_um = 17.1
num_antenna_cells = 0
drc = 0
avgViaCountPerCell = 5.00

[final_timing]
clock.fmax_mhz = 41.4
worstMarginPinSlew_ps = 884
fin_setup_tns_ps = 0
fin_crit_sh_pct = 84.4
slew_violations = 0
finalHoldViolCount = 0
slew_headroom_pct = 40.7
layout_setup_ws_ps = 4470
rsz0062_at_grt = "no"
period_minus_slack_ps = 24130
setup_viol = 0

[placement]
portBuffers = 96
placed_cell_area_um2 = 20200
place_congestion = 0.991
dp_hpwl_um = 42900
pre_cts_ws_ps = 4440

[clock_network]
cts_setup_buffers = 0
cts_hold_repair.buffers = 0
cts_resized = 0

[worst_hold_path]
hold_path_class = "input pin to output port"
-- worst paths after layout --
path / start / to / slack, ps / depth (start not counted)
max: a_in[17] / multi_out[44] / 4470 / 46
min: b_in[0] / multi_out[0] / 12930 / 4
-- logic make-up after synthesis --
| group | share of synthesized area, % |
|---|---|
| AND-OR/OR-AND | 8.42 |
| XOR/XNOR | 5.80 |
| adder cells (fa/ha/maj) | 56.4 |
| buffers and inverters | 11.9 |
| multiplexers | 0.114 |
| AND/OR/NAND/NOR | 17.4 |
-- layout by cell type, fill, tap and decap left out, types with 41 or more instances in the layout --
cell | synthesis | routed
clkdlybuf4s50_1 | 0 | 96
xnor2_1 | 82 | 82
a21oi_1 | 61 | 61
nand2_1 | 305 | 305
nor2_1 | 109 | 109
and2_1 | 135 | 135
inv_1 | 519 | 519
fa_1 | 362 | 362
o21ai_0 | 41 | 41
ha_1 | 258 | 258
-- routing by layer --
| metal | vias to the layer above | global-route usage (%) | wire length (um) |
|---|---|---|---|
| li1 | 7006 | - | - |
| met1 | 7068 | 31.8 | 20600 |
| met2 | 451 | 36.5 | 23200 |
| met3 | 30 | 10.2 | 5460 |
| met4 | 2 | 1.78 | 426 |
| met5 | - | 1.46 | 77 |
-- per-stage QoR --
| stage | util (%) | std cells | hold WS [ps] |
|---|---|---|---|
| 2_1_floorplan | - | 2256 | 11510 |
| 3_3_place_gp | 44.4 | 2910 | 12930 |
| 3_5_place_dp | 44.4 | 2910 | 12920 |
| 4_1_cts | 44.4 | 2910 | 12930 |
| 5_1_grt | 44.4 | 2910 | 13030 |
| 6_report | 44.4 | 2910 | 12930 |
-- layout make-up --
| cell class | count | area, um2 |
|---|---|---|
| tap | 600 | 751 |
| fill | 4405 | 25300 |
| timing repair buffer | 123 | 1160 |
| inverter | 520 | 1950 |
| multi-input combinational | 1667 | 16400 |
